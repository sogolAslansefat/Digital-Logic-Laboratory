### flow/design.v
module WrapperCTRL (
    input clk,
    input rst,
    input w_start,
    input eng_done,
    output reg w_done,
    output reg w_req,
    output reg ldx,
    output reg ldu,
    output reg shiftL,
    output reg eng_start
);
    parameter idle = 0, load = 1, start_exp = 2, wait_exp = 3, save = 4;
    reg [2:0] ps;
    reg [2:0] ns;
    reg cnt;
    wire co;
    wire [1:0] count;
    Counter2bit cnt2bit (
        .clk(clk),
        .rst(rst),
        .cnt(cnt),
        .count(count),
        .co(co)
    );
    always @(posedge clk or posedge rst) begin
        if (rst) begin
            ps <= idle;
        end else begin
            ps <= ns;
        end
    end
    always @(*) begin
        w_done = 0;
        w_req = 0;
        ldx = 0;
        ldu = 0;
        shiftL = 0;
        eng_start = 0;
        cnt = 0;
        case (ps)
            idle: begin
                w_done = 1;
            end
            load: begin
                ldx = 1;
                ldu = 1;
            end
            start_exp: begin
                eng_start = 1;
            end
            wait_exp: begin
            end
            save: begin
                w_req = 1;
                shiftL = 1;
                cnt = 1;
            end
        endcase
    end
    always @(*) begin
        case (ps)
            idle: ns = w_start ? load : idle;
            load: ns = w_start ? load : start_exp;
            start_exp: ns = wait_exp;
            wait_exp: ns = eng_done ? save : wait_exp;
            save: ns = co ? idle : start_exp;
        endcase
    end
endmodule
module Counter2bit (
    input clk,
    input rst,
    input cnt,
    output reg [1:0] count,
    output co
);
always @(posedge clk or posedge rst)
begin
    if (rst)
    begin
        count <= 2'b00;
    end
    else if (cnt)
    begin
        count <= count + 1'b1;
    end
end
    assign co = ({count, cnt} == 3'b111) ? 1'b1 : 1'b0;
endmodule
### flow/run.sh
#!/bin/bash
# OpenROAD 26Q1-2900-gdf79404cd8, Yosys 0.63+post, stock flow scripts
make -C /OpenROAD-flow-scripts/flow DESIGN_CONFIG=/design/flow/config.mk WORK_HOME=/design/flow/orfs finish
### flow/config.mk
export PLATFORM = sky130hd
export DESIGN_NAME = WrapperCTRL
export DESIGN_NICKNAME = WrapperCTRL
export VERILOG_FILES = /design/flow/design.v
export SDC_FILE = /design/flow/constraint.sdc
export NUM_CORES = 4
export LEC_CHECK = 1
export CORE_AREA = 10 10 70 70
export DIE_AREA = 0 0 80 80
### flow/constraint.sdc
current_design WrapperCTRL

set clk_period 2.5
set clk_io_pct 0.2

create_clock -name clk0 -period $clk_period [get_ports {clk}]

set non_clock_inputs [all_inputs -no_clocks]
set_input_delay [expr $clk_period * $clk_io_pct] -clock clk0 $non_clock_inputs
set_output_delay [expr $clk_period * $clk_io_pct] -clock clk0 [all_outputs]
==> ci_impl_report.md <==
### Yosys + OpenROAD results

| Metric | Value |
|---|---|
| Fp util | slightly below 10% |
| Via-per-instance ratio | roughly 2.8 |
| # IOs | 10 |
| Late-Pin Clk Latency | between 0.2 and 0.3 ns |
| Register pins left without a clock | 3 |
| Clock power share | approximately half |
| RSZ-0062 raised after global routing | false |
| Synth Register Bits | 8 |
| CP Data Arrival Time | about 1.6 ns |
| Largest net degree at the start of global routing | 10 |
| Reg power frac | 43.7% |
| VDD IR max | ~0.00014 V |
| Switching share of power | 21.53% |
| # rows | 21 |
| Die outline width | ~80 um |
| Status | completed |
| Log Warnings | 25 |
| Hold buffers post-CTS | 0 |
| H-tree level count | 1 |
| Worst R2R Start | ps[2] |
| Max cap viols | 0 |
| CP endpoint | eng_start |
| First-pass GRT wire length | approximately 1.3 mm |
| Diodes inserted | 0 |
| Reg2Reg Capture Point | cnt2bit.count[1] |
| R2r worst-path depth | 3 |
| CTS tree | done |
| Grt total ovfl | 0 |
| Most numerous logic cells after layout | 9 x clkdlybuf4s50_1, 5 x dfrtp_1, 4 x nor2b_1 |
| Vias | around 250 |
| Final Util | 14.47% |
| Critical path endpoint category | output port |
| P_sw | slightly above 0.04 mW |
| Routed WL | ~740 um |
| Layout cell share with drive strength beyond 1 | between 10% and 20% |
| Crit path kind | flop to output port |
| Setup_tns | 0 ns |
| CTS Buffer Depth | 2 |
| Critical Path Start | ps[1] |
| GPL Wtd Cong | 0.7167 |
| Number of global-route vias before repair | between 200 and 300 |
| Final Skew | roughly 0.00045 ns |
| Die height | around 80 um |
| Endpoints failing hold | 0 |
| Post-Syn Area | ~340 um2 |
| Cell internal pwr | 0.1496 mW |
| DR pass1 iterations | 2 |
| F_max | between 400 and 500 MHz |
| Leak Pwr | between 0.15 and 0.2 nW |
| # port buffers | 9 |
| Rel. slew slack | 79.68% |
| 1st-iter DRT viols | 5 |
| Comb pwr share | ~5.7% |
| Synthesis-to-finish area growth | 47.39% |
| Setup bufs post-CTS | 0 |
| ANT nets after route | 0 |
| HPWL after detailed placement | between 500 and 600 um |
| Post-route DRC violation count | 0 |
| Final worst path period share | roughly 84% |
| Filler cell count | between 300 and 400 |
| Required @ worst endpoint | around 2.0 ns |
| Endpoints left unconstrained | 6 |
| Clk pin slew, worst setup/hold paths | about 0.040 ns |
| Crit path time final | between 2 and 2.5 ns |
| Final setup fails | 0 |
| Clock Root Buffer | clkbuf_4 |
| Min-delay worst type | input pin to asynchronous set/reset pin |
| Core ar. | roughly 3400 um2 |
| Yosys Instances | 32 |
| CTS resizes | 0 |
| Library cells used by synthesis | 19 |
| Slew Viols, Final | 0 |
| CTS Buf Count | 3 |
| Syn Inst Count | 32 |
| Setup slack, reg-to-reg | 1.37 ns |
| Synthesis area per yosys | 335.3 um2 |
| Pwr dens | approximately 390 nW/um2 |
| Measured slew at the worst slew-check pin | just over 0.3 ns |
| Critical-path maximum fanout | 8 |
| Most frequent logic cell in the layout | clkdlybuf4s50_1 |
| GRT Overall Usage | roughly 2.5% |
| Critical Path Start Type | flop |
| Ys Warns | 2 |
| DR WL/cell | slightly above 8 um |
| DIE AREA | 6400 um2 |
| Syn_area_per_cell | ~10 um2 |
| Initial antenna violation count | 0 |
-- cells in the mapped netlist --
library cell	n	area (um2)
dfrtp_1	5	125.1
nor2_1	1	3.750
nor3b_4	1	18.77
nand2b_1	1	6.260
a2bb2oi_1	1	8.760
dlxtn_1	3	45.04
nor2b_1	4	25.02
buf_4	2	15.01
or2b_1	1	7.510
a21oi_1	2	10.01
xor2_1	1	8.760
o21a_1	1	7.510
nand2_1	1	3.750
xnor2_1	1	8.760
o22ai_1	1	6.260
and3_4	1	11.26
inv_1	2	7.510
nand2_2	1	6.260
nor3_1	2	10.01
-- cells by family after synthesis --
| group | after synthesis | share of synthesized area (%) |
|---|---|---|
| compound gates | 5 | 9.704 |
| latches | 3 | 13.43 |
| xor+xnor | 2 | 5.225 |
| buf+inv | 4 | 6.716 |
| simple gates | 13 | 27.61 |
| flops | 5 | 37.31 |
-- power by group through the flow --
stage	Combinational [mW]	Clock, mW	Sequential, mW
CTS	0.0110	0.100	0.0834
global route	0.0123	0.104	0.0835
finish	0.0108	0.0964	0.0834
-- worst min path at each step --
stage                 endpoint  from  cells past startpoint
finish        cnt2bit.count[0]   rst                      2
global route  cnt2bit.count[1]   rst                      2
CTS           cnt2bit.count[0]   rst                      2
-- stage by stage --
stage / std cells / hold WS (ns) / area [um2] / setup WS, ns / power, mW
6_report: 89 / 0.4585 / 494.2 / 0.3955 / 0.1907
5_1_grt: 89 / 0.5066 / 494.2 / 0.2495 / 0.1999
4_1_cts: 89 / 0.4662 / 494.2 / 0.3581 / 0.1945
3_5_place_dp: 85 / 0.4659 / 467.9 / 0.6340 / 0.09558
3_3_place_gp: 85 / 0.4613 / 467.9 / 0.6806 / 0.09542
2_1_floorplan: 32 / 0.2785 / 335.3 / 1.175 / 0.08877
-- state kept, by name, indices dropped and copies added (netlist names) --
| signal | count |
|---|---|
| ns | 3 |
| ps | 3 |
| cnt2bit.count | 2 |
-- worst max-delay path, stage by stage, from the launching register on --
cell and delay (ns):
dfrtp_1 0.48, nor2b_1 0.25, nor2b_1 0.15, clkdlybuf4s50_1 0.47
-- layout make-up --
class | instances | area, um2 | share of cell area [%]
multi-input combinational | 20 | 142.6 | 28.86
sequential | 8 | 170.2 | 34.43
timing repair buffer | 9 | 90.09 | 18.23
clock buffer | 4 | 26.28 | 5.316
tap | 46 | 57.56 | 11.65
inverter | 2 | 7.507 | 1.519
-- per-layer routing --
metal  GRT usage [%]  share of wire, %
met5               0                 0
met4           1.408               6.1
met3           1.591                12
met2           3.050                39
met1           3.306                44
No activity file was given, so power comes from the tool's default toggle rates.
