<file path="./design.v">
module CombShift (
    input [17:0] main_input,
    input [1:0] shift_amount,
    output reg [20:0] shifted_output
);
    always @(*) begin
        shifted_output = {3'b0, main_input} << shift_amount;
    end
endmodule
</file>
<file path="./config.mk">
export PLATFORM = sky130hd
export DESIGN_NAME = CombShift
export DESIGN_NICKNAME = CombShift
export VERILOG_FILES = /design/flow/design.v
export SDC_FILE = /design/flow/constraint.sdc
export NUM_CORES = 4
export LEC_CHECK = 1
export CORE_AREA = 10 10 70 70
export DIE_AREA = 0 0 80 80
</file>
<file path="./run.sh">
#!/bin/bash
# OpenROAD 26Q1-2900-gdf79404cd8, Yosys 0.63+post, stock flow scripts
make -C /OpenROAD-flow-scripts/flow DESIGN_CONFIG=/design/flow/config.mk WORK_HOME=/design/flow/orfs finish
</file>
<file path="./constraint.sdc">
current_design CombShift

set clk_period 1.0
set clk_io_pct 0.2

create_clock -name clk0 -period $clk_period

set non_clock_inputs [all_inputs -no_clocks]
set_input_delay [expr $clk_period * $clk_io_pct] -clock clk0 $non_clock_inputs
set_output_delay [expr $clk_period * $clk_io_pct] -clock clk0 [all_outputs]
</file>
==> summary.txt <==
impl run done, here's what came out: final setup margin -0.178 ns, core area 0.00342 mm2, cell type with the largest total area mux2i_1, CP required 0.80 ns, die width 80 um, Top area cell types mux2i_1, buf_12, buf_4, Core Util at FP 13.1%, CP peak stage delay 0.17 ns, antenna violations before repair 0, Synth warnings 1, Worst Hold Class in2out, Setup crit end kind output port, Pins Over Slew Limit 0, vias in the first global route 608, crit path DAT 0.98 ns, GRT Util Overall 6.28%, Area leader share 76.2%, post-layout min period 1.18 ns, relative slew slack 88.1%, failing checks setup timing, Final setup viols 20, cell chain of the critical path buf_12 -> buf_16 -> buf_6 -> mux2i_4 -> mux2i_1 -> buf_2, Avg Inst Size Synth 9.50 um2, DRT Pass-1 Iters 4, chip area line of the yosys report 447 um2, Placed Area 888 um2, Die Footprint 0.00640 mm2, hpwl dp 1470 um, share of post-route cells with drive strength above 1 54.2%, Critical-path top delay cell mux2i_4, I/O pin cnt 41, Inst Count DP 130, distinct lib cells 13, DRT Wirelength 2020 um, drt drc 0, tool warnings 34, DR iter-0 viols 6, delay-heaviest family, CP buffers and inverters, clock buf count 0, synthesized area 447 um2, Synth-to-Final Area Change 132%, crit share post-route 118%, gr ovfl total 0, global-route wire length before repair 3330 um, die height 80 um, PwrDens 427 mW/mm2, number of standard cells reported by yosys 47, Sequential Area 0 um2, pin slew with the least headroom to its limit 0.174 ns, seq_cells 0, VDD IR-drop max 0.000133 V, post-route antenna net violation count 0, PortBufs 41, n_diodes 0, Avg WL per Cell 14.3 um, Leak 0.509 nW, Syn Inst Count 47, Routability Congestion 0.683, Buf/Inv on CP 4, MaxCap Viol Count 0, max frequency 849 MHz, sequential-to-total area share from yosys stat 0%, Rows 21, RSZ-0062 raised after global routing true, status finished, violations left, fillers 385, Vias per Instance 3.84, critical path fanouts, max 7, critical path class in2out, # hold bufs at CTS 0, vias after detailed routing 545, final non-filler cell total 142, Critical Path Start Type input port, Final Hold Viols 0, post-route setup TNS -2.05 ns, largest net degree at the start of global routing 12, fin area 0.00104 mm2
-- cells in the mapped netlist --
library cell	count
buf_2	1
o21ai_0	1
and3_1	1
buf_12	1
nor2b_1	1
buf_6	1
nor2_1	1
nor3b_1	1
buf_4	2
nand2_1	1
mux2i_1	34
buf_8	1
nand3b_1	1
-- layout by cell type, fill, tap and decap left out --
master	count
buf_2	20
buf_6	4
and3_4	1
nand3b_1	1
buf_4	4
buf_12	3
clkbuf_2	3
mux2i_2	4
nor2b_1	1
clkdlybuf4s15_1	3
nand2_1	1
buf_8	2
clkdlybuf4s15_2	1
mux2i_1	25
buf_16	3
o21ai_1	1
nor3b_2	1
dlygate4sd2_1	12
nor2_2	1
mux2i_4	5
-- area by class of cell --
type	count	area [um2]	share of cell area, %
multi-input combinational	41	470	45.4
tap	46	57.6	5.55
timing repair buffer	55	509	49.1
-- where the power goes --
| group | internal, mW | switching, mW |
|---|---|---|
| sequential | 0 | 0 |
| clock | 0 | 0 |
| combinational | 0.281 | 0.162 |
-- worst paths after layout --
kind,from,end,slack (ns),depth (start not counted)
max,shift_amount[1],shifted_output[4],-0.18,6
min,main_input[1],shifted_output[2],0.75,4
-- kinds of logic after synthesis --
logic type / synth area share [%]
AND/OR/NAND/NOR: 7.84
AND-OR/OR-AND: 1.12
buffers and inverters: 14.8
multiplexers: 76.2
-- layer usage --
layer | GRT usage (%) | vias up | wire [um]
met5 | 0 | - | 0
met1 | 8.92 | 244 | 954
met3 | 1.14 | 0 | 125
met2 | 10.2 | 22 | 943
li1 | - | 279 | -
met4 | 0 | 0 | 0
-- stage by stage --
stage,utilization (%),worst slack [ns],hold WS (ns),power (mW)
finish,30.4,-0.178,0.748,0.443
global route,30.4,-0.225,0.782,0.486
CTS,29.1,-0.165,0.826,0.427
detailed placement,26.0,-0.915,1.41,0.410
global placement,26.0,-0.908,1.41,0.412
floorplan,-,0.0998,0.476,0.151
-- what timing repair did --
item / 4_1_cts / 5_1_grt
buffers inserted: 8 / 1
gates cloned: 3 / 0
pin swaps: 1 / 0
endpoints found under the setup margin: 21 / 20
gates resized: 122 / 12
Power is estimated from default activity; no workload was simulated.
