**flow/config.mk**
```make
export PLATFORM = sky130hd
export DESIGN_NAME = WaveformGenerator
export DESIGN_NICKNAME = WaveformGenerator
export VERILOG_FILES = /design/flow/design.v
export SDC_FILE = /design/flow/constraint.sdc
export NUM_CORES = 4
export LEC_CHECK = 1
export CORE_UTILIZATION = 40
```
**flow/constraint.sdc**
```tcl
current_design WaveformGenerator

set clk_period 5.4
set clk_io_pct 0.2

create_clock -name clk0 -period $clk_period [get_ports {clk}]

set non_clock_inputs [all_inputs -no_clocks]
set_input_delay [expr $clk_period * $clk_io_pct] -clock clk0 $non_clock_inputs
set_output_delay [expr $clk_period * $clk_io_pct] -clock clk0 [all_outputs]
```
**flow/design.v**
```verilog
module WaveformGenerator(
    input wire clk,
    input wire reset,
    input [7:0] inSine,
    output reg [7:0] outR,
    output reg [7:0] outS,
    output reg [7:0] outTri,
    output reg [7:0] outTra,
    output reg [7:0] outSine,
    output reg [7:0] outHalf,
    output reg [7:0] outFull);
    wire [7:0] count;
    Counter8bit counter(clk, reset, count);
    always @(posedge clk) begin
        outR <= 8'd255 / (8'd255 - count);
    end
    always @(posedge clk) begin
        if (count <= 8'd127)
            outS <= 8'd255;
        else
            outS <= 8'b0;
    end
    always @(posedge clk) begin
        if (count <= 8'd127)
            outTri <= (count << 1);
        else
            outTri <= 9'd511 - (count << 1);
    end
    always @(posedge clk) begin
        if (count <= 8'd63)
            outTra <= 9'd511 - (count << 2);
        else if (count <= 8'd192)
            outTra <= 8'd0;
        else
            outTra <= (count << 2);
    end
    always @(posedge clk) begin
        outSine <= inSine;
    end 
    always @(posedge clk) begin
        if (inSine <= 8'd127)
            outHalf <= 8'd127;
        else
            outHalf <= inSine;
    end
    always @(posedge clk) begin
        if (inSine <= 8'd127)
            outFull <= (8'd255 - inSine);
        else
            outFull <= inSine;
    end
endmodule
module Counter8bit(
    input wire clk,
    input wire reset,
    output reg [7:0] count);
    always @(posedge clk or posedge reset) begin
        if (reset)
            count <= 8'b0;
        else
            count <= count + 1;
    end
endmodule
```
**flow/run.sh**
```bash
#!/bin/bash
# OpenROAD 26Q1-2900-gdf79404cd8, Yosys 0.63+post, stock flow scripts
make -C /OpenROAD-flow-scripts/flow DESIGN_CONFIG=/design/flow/config.mk WORK_HOME=/design/flow/orfs finish
```
==> results_slide.txt <==
Synthesis and Place & Route Summary

Status
  – Outcome: finished, violations left
  – Violated checks: negative setup slack

Cells and area
  – Top cell excl fill/tap: buf_4
  – Filler cells: 547
  – Fin util: 68.6%
  – P&R area growth vs syn: 61.9%
  – Most frequent cells in the layout: buf_4, clkdlybuf4s50_1, dfxtp_1, ha_1, xnor2_1
  – Share of post-route cells with drive strength above 1: 39.0%
  – Final std cells w/o fill: 583

Route
  – Post-detailed-route wirelength per cell: 13.7 um
  – WL final: 8.00 mm
  – Vias per Instance: 4.85
  – Pre-antenna DRT Iters: 4
  – Via count: 2825
  – ANT cells: 0
  – Drt first-iter violations: 64
  – # DRC: 0
  – Antenna Violating Nets Remaining: 0

Synth
  – Yosys stat chip area: 0.00314 mm2
  – Distinct cell type count after synthesis: 60
  – Mapped Area: 0.00314 mm2
  – Yosys adder share: 14.0%
  – Dominant cell area share: 30.6%
  – Synthesized registers: 56
  – Seq/Total Area, Yosys: 37.0%
  – Mux frac, synth: 3.91%
  – Main synth FF type: dfxtp_1
  – XORs/XNORs by Area: 7.26%
  – Logic family by area: AND-OR/OR-AND gates
  – Post-Synthesis Cells: 325
  – Cell area leaders: dfxtp_1, ha_1, dfrtp_1, xnor2_1, mux2_2
  – Yosys warnings: 2
  – AND/OR/NAND/NOR Cells, Area Fraction: 14.7%
  – Synth area leader: dfxtp_1
  – Ys cells: 325
  – Post-synth EDFFs: 0
  – Ys async rst share: 14.3%
  – AO/OA Area Share: 16.7%
  – Syn avg cell area: 9.66 um2

Clocking
  – Hold Buf Count CTS: 0
  – CTS sink cnt: 56
  – CTS tree: yes
  – Longest Clk Path Bufs: 2
  – Reg clk slew, reported paths: 0.12 ns
  – H-tree depth: 2
  – Cts bufs inserted: 5
  – Root buf cell: clkbuf_8
  – Latency at later pin: 0.31 ns

Global routing
  – Total grt overflow: 0
  – Vias in the first global route: 2806
  – GRT Total Usage: 20.8%
  – First-pass GRT wire length: 13.4 mm
  – Initial antenna violation count: 0
  – Largest net degree at the start of global routing: 20

Hold path
  – WHS Path Cells: 2
  – Hold Crit Start: counter.count[6]
  – Hold EP: counter.count[6]
  – HP Class: register to register

Power and ir drop
  – Lkg Pwr: 2.15 nW
  – Total power: 0.712 mW
  – Worst vdd ir: 0.147 mV
  – PwrDens: 140 mW/mm2

Final timing
  – Skew final: 0.0190 ns
  – Post-layout min period: 8.50 ns
  – Slew of the pin with the lowest slew margin: 0.700 ns
  – # setup viols final: 3
  – Fmax: 118 MHz
  – Hold Vio Cnt, Final: 0
  – Final period util: 157%
  – Relative slew margins: 53.2%
  – RSZ-0062 raised after global routing: yes
  – Max-slew violation count: 0
  – Post-route setup slack: -3.10 ns

Setup path
  – CP startpoint kind: register
  – CP Data Arrival Time: 8.72 ns
  – WP data required: 5.62 ns
  – Crit. End Element: register
  – CP delay by family, top: AND-OR/OR-AND gates
  – Critical Path Fanout Max: 6
  – Reg2reg setup slack: -3.10 ns
  – Crit Reg-Reg Startpoint: counter.count[0]
  – WP buf/inv: 5
  – Slowest stage delay, CP: 0.49 ns
  – Worst Setup Path Type: register to register
  – CP max stage cell: dfrtp_2
  – Crit path top cell by count: ha_4
  – Crit Reg-Reg Endpoint: outR[0]
  – FF-to-FF path depth: 42

Placed design
  – Hpwl dp: 5.85 mm
  – GPL Wtd Cong: 0.886
  – PortBufs: 65
  – Inst Count DP: 550

Floorplanning
  – Die Y: 90.6 um
  – IO Pins: 66
  – Row cnt: 31
  – Die area: 0.00820 mm2
  – Floorplan Utilization: 42.4%
  – Core area: 0.00741 mm2
  – DIE WIDTH: 90.6 um

Job
  – OpenROAD warnings: 33
  – MaxCap Viol Count: 0
## power breakdown
part,internal [mW],switching [mW]
Combinational,0.0292,0.00907
Clock,0.0957,0.149
Sequential,0.426,0.00272
## layout make-up
cell class / count / area, um2 / share of cell area (%)
multi-input combinational: 231 / 2160 / 42.6
timing repair buffer: 171 / 1450 / 28.5
sequential: 56 / 1160 / 22.9
tap: 99 / 124 / 2.44
inverter: 18 / 82.6 / 1.63
clock buffer: 5 / 68.8 / 1.35
clock inverter: 3 / 27.5 / 0.542
## worst max-delay path by stage
stage	to	cells after the start	slack (ns)	startpoint
after global routing	outR[0]	45	-3.54	counter.count[0]
after CTS	outR[0]	44	-3.00	counter.count[0]
final	outR[0]	42	-3.10	counter.count[0]
## cell families after synthesis
logic type	Yosys count
buffers and inverters	38
other	1
muxes	11
adders and majority gates	35
xor gates and xnor gates	26
AOI/OAI and AO/OA	68
and+or+nand+nor	90
DFF	56
## repair_timing
| action | 4_1_cts | 5_1_grt |
|---|---|---|
| resized | 22 | 12 |
| setup buffers | 22 | 3 |
| setup endpoints to repair | 3 | 3 |
| pin swaps | 23 | 6 |
## sequential cells by signal (all words and copies together), names as in the netlist
register and flops:
counter.count 8, outFull 8, outHalf 8, outR 8, outS 1, outSine 8, outTra 7, outTri 8
## tightest hold or removal path, stage by stage (launching register included)
cell	delay [ns]
dfrtp_1	0.36
buf_4	0.15
xnor2_1	0.07
## cell usage after synthesis, drive strengths merged (5+ instances only)
cell / count
nand2: 23
o21ai: 12
and3: 5
xor2: 6
ha: 35
o21a: 6
a21o: 7
mux2: 10
buf: 17
o31ai: 5
a21oi: 17
nand3: 13
dfrtp: 8
inv: 17
dfxtp: 48
xnor2: 20
nor2: 18
nand2b: 13
## through the flow
stage / hold WS (ns) / cell area (um2) / setup TNS (ns) / setup slack, ns
2_1_floorplan: 0.543 / 3370 / -6.57 / -3.29
3_3_place_gp: 0.588 / 4600 / -6.29 / -3.19
3_5_place_dp: 0.590 / 4600 / -6.81 / -3.40
4_1_cts: 0.608 / 4970 / -5.76 / -3.00
5_1_grt: 0.642 / 5080 / -7.14 / -3.54
6_report: 0.605 / 5080 / -6.03 / -3.10
## per-layer routing
layer  vias up  share of wire [%]  track usage (%)
met3         2                3.3             2.99
met4         0               0.44             1.34
met2        40                 48             34.0
met5         -                  0                0
met1      1339                 48             31.3
li1       1444                  -                -
Power is estimated from default activity; no workload was simulated.
